$ cat ./design.v
`timescale 1ns / 1ps
module filter
 #(parameter DWIDTH = 16,
   parameter DDWIDTH = 2*DWIDTH,
	parameter L = 160,
	parameter L_LOG = 8,
	parameter M = 147,
	parameter M_LOG = 8,
	parameter CWIDTH = 4*L)
  (input clk,
   input rst,
	output req_in,
	input ack_in,
	input [0:DWIDTH-1] data_in,
	output req_out,
	input ack_out,
	output [0:DWIDTH-1] data_out);
	reg req_out_buf;
	assign req_out = req_out_buf;
	reg req_in_buf;
	assign req_in = req_in_buf;
	reg signed [0:DWIDTH-1] h_in_array [0:CWIDTH];
	initial $readmemh ("coeffs.txt", h_in_array);
	reg signed [0:DWIDTH-1] data_in_array [0:3];
	reg signed [0:DDWIDTH-1] sum;
	reg signed [0:DDWIDTH-1] mul;
	assign data_out = sum[0:15];
	reg unsigned [0:2] counter;
	reg unsigned [0:9] index;
   reg unsigned [0:15] n;
	reg unsigned [0:9] h_index;
	integer k;
	always @(posedge clk) begin
		if (rst) begin 
			req_in_buf <= 1;  
			req_out_buf <= 0;
			counter <=0;
			index<=0;
			h_index <=0;
			sum <= 0;
			mul<=0;
			n<=0;
		end
		else begin
			if (req_in && ack_in) begin	
				for (k=3; k>0; k=k-1) begin
					data_in_array[k] <= data_in_array[k-1];
				end
				data_in_array[0] <= data_in;	
				req_in_buf <= 0;			
			end
			if (req_out && ack_out) begin
				req_out_buf <= 0;
				sum<=0;
				h_index<=index;
			end
			if (!req_in && !req_out && !ack_in && !ack_out) begin 
				if(counter==4) begin
				    counter <=0;
					if(index >=L-M) begin  
						req_in_buf <= 1;					
					end		
					   n <= n + 1;
						index <= (n*M) % L;	
					req_out_buf <= 1; 
				end
            else if (	counter < 4	) begin		
					mul<=h_in_array[h_index]*data_in_array[counter];
					sum <= sum + mul;
					counter<=counter+1;
					h_index <=h_index+160; 
				end	
			end
		end
	end
endmodule
$ cat ./run.sh
#!/bin/bash
# OpenROAD 26Q1-2900-gdf79404cd8, Yosys 0.63+post, stock flow scripts
make -C /OpenROAD-flow-scripts/flow DESIGN_CONFIG=/design/flow/config.mk WORK_HOME=/design/flow/orfs finish
$ cat ./config.mk
export PLATFORM = sky130hd
export DESIGN_NAME = filter
export DESIGN_NICKNAME = filter
export VERILOG_FILES = /design/flow/design.v
export SDC_FILE = /design/flow/constraint.sdc
export NUM_CORES = 4
export LEC_CHECK = 1
export CORE_UTILIZATION = 30
export SYNTH_HDL_FRONTEND = slang
export SYNTH_MEMORY_MAX_BITS = 65536
$ cat ./constraint.sdc
current_design filter

set clk_period 29.4
set clk_io_pct 0.2

create_clock -name clk0 -period $clk_period [get_ports {clk}]

set non_clock_inputs [all_inputs -no_clocks]
set_input_delay [expr $clk_period * $clk_io_pct] -clock clk0 $non_clock_inputs
set_output_delay [expr $clk_period * $clk_io_pct] -clock clk0 [all_outputs]
==> impl_metrics.toml <==
# flow metrics
[drt]
via_count = 6195
ant_nets = 0
wl_mm = 15.5
dr.pass1.iters = 5
viasPerCell = 5.43
drtIter0Drc = 286
n_antenna_cell = 0
drc = 0
route.detailed.wl_per_inst_um = 13.6

[clocking]
clock_latency_ns = 0.28
cts.repair.resized = 0
cts_hold_buf = 0
cts_tree = "done"
cts.sinks = 46
path_clk_slew_ns = 0.06
cts_max_path_buffers = 2
cts-htree-levels = 2
postCtsSetupBuffers = 0
cts-root-buf = "clkbuf_16"
tritoncts.num_buffers = 5

[placed_design]
gp_congestion = 0.929
port_buffers = 21
dp.cells = 1132
place_hpwl_mm = 11.6

[synth]
synth_stat.cells = 863
seq_area_frac_synth_pct = 13.6
synth-seq-cells = 46
synth.area.top_cells = "dfxtp_1 (14%), ha_1 (12%), fa_1 (6.5%), a21oi_1 (5.1%), nor2_1 (3.8%)"
syn_area_um2 = 6760
synthMuxAreaShare_pct = 2.20
logic_family = "AND-OR/OR-AND gates"
async_flop_share_pct = 0
largest_area_cell = "dfxtp_1"
ys_chip_area_um2 = 6760
xor_share_pct = 6.98
yosysUniqueCellTypes = 96
synthAoiAreaFrac_pct = 29.6
synthAdderAreaFrac_pct = 18.9
edf_count = 0
netlist.area_leader.share_pct = 13.6
yosysWarnings = 0
ff_type = "dfxtp_1"
ys_sh_simple_pct = 21.7
syn_area_per_cell_um2 = 7.83
synthesis.instances = 863

[worst_setup_path]
required_ns = 29.60
crit_slowest_cell = "and2_1"
critPathLaunchType = "flip-flop"
rr_worst_depth = 31
path_max_fanout = 23
worstPathArrival_ns = 10.05
max_stage_delay_ns = 0.68
endpoint_kind = "flip-flop"
crit_type = "reg -> reg"

[timing]
tightest_slew_ns = 0.906
fin_crit_ns = 9.86
finalClockPeriodUsage_pct = 33.5
setup-tns-final_ns = 0
fmax_ghz = 0.101
slew_violations = 0
slew-limit-headroom_pct = 39.2
rsz0062_at_grt = "false"
hold_viol_final = 0
finClkSkew_ns = 0.00478
setup_violations = 0

[floorplan]
die_w_um = 152
fp-row-count = 54
chip_area_um2 = 23100
die_y_um = 152
initCoreUtil_pct = 30.8
num_io_pins = 38
core_area_um2 = 22000

[global_routing]
grt_usage_pct = 13.5
grt_max_degree = 32
antenna_found_initial = 0
grt_pass1_wl_mm = 26.8
grt_pass1_vias = 5616
overflow = 0

[flow_run]
warnings = 44
cap_viol_max_count = 0

[cells_and_area]
fin_util_pct = 33.4
fin_cells = 1140
mostFrequentLayoutCells = "a21oi_1 (69), nor2_1 (68), ha_1 (67), inv_1 (65), nand2_1 (61)"
area_delta_synth_final_pct = 8.61
drive_gt1_share_pct = 7.56
lay_top_count = "a21oi_1"

[power]
max-vdd-ir-drop_v = 0.0000410
leakage_nw = 3.13
p_per_area_nw_per_um2 = 16.4

[status]
outcome = "completed"

[min_path]
hold_path_class = "reg -> reg"
whs_path_depth = 1
[synth_stat cells, types with 6 or more instances]
| master | number |
|---|---|
| or2_1 | 6 |
| clkbuf_1 | 20 |
| nor4_1 | 11 |
| nor2_1 | 68 |
| a211o_1 | 6 |
| nand3_1 | 30 |
| a211oi_1 | 15 |
| dfxtp_1 | 46 |
| o21a_1 | 9 |
| o31ai_1 | 9 |
| nand2_1 | 61 |
| nor3_1 | 32 |
| xnor2_1 | 25 |
| and2_1 | 21 |
| mux2i_1 | 9 |
| o211ai_1 | 14 |
| nand4_1 | 10 |
| a21oi_1 | 69 |
| o21ai_0 | 31 |
| and3_1 | 9 |
| buf_2 | 17 |
| a21o_1 | 14 |
| ha_1 | 67 |
| xor2_1 | 22 |
| inv_1 | 65 |
| a32oi_1 | 6 |
| fa_1 | 22 |
| o2111ai_1 | 8 |
[through the flow]
stage / setup WS, ns / instance area (µm²) / hold slack, ns / total power [W]
floorplan: 20.74 / 6760 / 0.406 / 0.0000652
global placement: 19.69 / 7190 / 0.441 / 0.0000663
detailed placement: 19.68 / 7190 / 0.444 / 0.0000663
CTS: 19.64 / 7340 / 0.463 / 0.000122
global route: 18.73 / 7340 / 0.476 / 0.000125
finish: 19.54 / 7340 / 0.453 / 0.000120
[worst paths after layout]
check          from       end  slack (ns)
min reg2reg  sum[7]    sum[7]        0.45
max            n[9]  index[4]       19.54
min          sum[7]    sum[7]        0.45
max reg2reg    n[9]  index[4]       19.54
[critical path, delay by kind of cell, from the launching register on]
kind                     cells  cell delay (ns)
AND/OR/NAND/NOR              7             2.75
AND-OR/OR-AND               16             4.38
buffers and inverters        2             0.09
flip-flops                   1             0.46
adder cells (fa/ha/maj)      4             1.75
multiplexers                 2             0.31
[power breakdown]
| group | internal (W) | switching (W) | leakage (nW) |
|---|---|---|---|
| Sequential | 0.0000625 | 0.000000139 | 0.371 |
| Clock | 0.0000337 | 0.0000215 | 0.0739 |
| Combinational | 0.000000977 | 0.00000134 | 2.68 |
[sequential cells by signal (all words and copies together) (netlist names)]
name,cells
index,10
n,15
req_out,1
req_in,1
counter,3
sum,16
[logic make-up (layout without fill, tap and decap cells)]
group | count (synthesis) | count (layout)
AND/OR/NAND/NOR | 287 | 287
flip-flops | 46 | 46
buffers and inverters | 110 | 107
XOR/XNOR | 50 | 50
multiplexers | 13 | 13
AND-OR/OR-AND | 268 | 268
adder cells (fa/ha/maj) | 89 | 89
[cell type report]
cell class	instances	area (µm²)
clock inverters	1	5.00
repair buffers	34	308
clock buffers	7	143
inverters	65	244
fillers	2293	14600
well taps	280	350
multi-input cells	707	5370
flip-flops and latches	46	921
[metal layers]
| metal | track usage (%) | up-vias | part of all wire, % |
|---|---|---|---|
| met5 | 0 | - | 0 |
| met4 | 1.80 | 0 | 1.1 |
| met3 | 1.08 | 13 | 4.3 |
| met2 | 20.9 | 156 | 43 |
| met1 | 21.2 | 2850 | 51 |
| li1 | - | 3176 | - |
Power is estimated from default activity; no workload was simulated.
